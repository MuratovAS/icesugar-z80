`/design/flow/run.sh`:
```
#!/bin/bash
# OpenROAD 26Q1-2900-gdf79404cd8, Yosys 0.63+post, stock flow scripts
make -C /OpenROAD-flow-scripts/flow DESIGN_CONFIG=/design/flow/config.mk WORK_HOME=/design/flow/orfs finish
```
`/design/flow/config.mk`:
```
export PLATFORM = sky130hd
export DESIGN_NAME = simpledma
export DESIGN_NICKNAME = simpledma
export VERILOG_FILES = /design/flow/design.v
export SDC_FILE = /design/flow/constraint.sdc
export NUM_CORES = 4
export LEC_CHECK = 1
export CORE_UTILIZATION = 40
```
`/design/flow/constraint.sdc`:
```
current_design simpledma

set clk_period 4.5
set clk_io_pct 0.2

create_clock -name clk0 -period $clk_period [get_ports {clk}]

set non_clock_inputs [all_inputs -no_clocks]
set_input_delay [expr $clk_period * $clk_io_pct] -clock clk0 $non_clock_inputs
set_output_delay [expr $clk_period * $clk_io_pct] -clock clk0 [all_outputs]
```
`/design/flow/design.v`:
```
module simpledma (
    input clk,
    input reset_n,
    output[7:0] data_cfg_out,
    input[7:0] data_cfg_in,
    input cs_cfg_n,
    input rd_cfg_n,
    input wr_cfg_n,
    input[2:0] addr_cfg,
    input busak_n,
    output busrq_n,
    output flag_n,
    input trig_n,
    output[7:0] data_out,
    input[7:0] data_in,
    output[15:0] addr_out,
    output iorq_n,
    output mreq_n,
    output rd_n,
    output wr_n
);
    reg flag_n = 1'b1;
    reg[7:0] data;
    reg[15:0] addr;
    reg iorq = 1'b0;
    reg mreq = 1'b0;
    reg rd   = 1'b0;
    reg wr   = 1'b0;
    reg mutex = 1'b0;
    reg[7:0] read_data;
    wire permission;
    wire read_cfg_sel;
    wire write_cfg_sel;
    reg[7:0] conf = 8'b00001000;  
    reg[7:0] lenA = 8'd0;  
    reg[7:0] lenB = 8'd0;  
    reg[15:0] addA = 16'h0000;
    reg[15:0] addB = 16'h0000;
    reg[7:0] buff;
    reg[7:0] i = 8'd0;
    reg[7:0] incrementA = 8'd0;
    reg[7:0] incrementB = 8'd0;
    assign busrq_n  = ~((!trig_n && conf[4]) || mutex);
    assign permission = !busrq_n && !busak_n && reset_n;
    assign iorq_n   = permission ? ~iorq : 1'b1;
    assign mreq_n   = permission ? ~mreq : 1'b1;
    assign rd_n     = permission ? ~rd : 1'b1;
    assign wr_n     = permission ? ~wr : 1'b1;
    assign data_out = permission && rd_n && !wr_n ? data : 8'h0;
    assign addr_out = permission && (!rd_n || !wr_n) ? addr : 16'h0;
    assign read_cfg_sel = !cs_cfg_n & !rd_cfg_n & wr_cfg_n;
    assign write_cfg_sel = !cs_cfg_n & rd_cfg_n & !wr_cfg_n;
	assign data_cfg_out = (read_cfg_sel) ? read_data : 8'b0;
    always @(posedge clk)
	begin
        if (reset_n)
        begin
            if (!write_cfg_sel) 
            begin
                if (conf[5])
                begin 
                    conf[4] <= 1'b0;
                    conf[5] <= 1'b0;
                    if (!conf[4])
                        flag_n = 1'b1;
                    i <= 8'd0;
                    incrementA <= 8'd0;
                    incrementB <= 8'd0;
                end
                if(permission)
                begin
                    if(conf[4])
                    begin
                        if (conf[3])
                            flag_n <= 1'b1;
                        case(i)
                        8'd0 : mutex <= 1'b1;
                        8'd1 : begin 
                                if (conf[0] == 1'b1)
                                    iorq <= 1'b1;
                                else
                                    mreq <= 1'b1;
                                end
                        8'd2 : addr <= addA + incrementA;
                        8'd3 : rd <= 1'b1;
                        8'd5 : buff <= data_in;
                        6: rd <= 1'b0;
                        8'd7 : begin 
                                if (conf[0] == 1'b1)
                                    iorq <= 1'b0;
                                else
                                    mreq <= 1'b0;
                                end
                        8'd10 : begin 
                                if (conf[1] == 1'b1)
                                    iorq <= 1'b1;
                                else
                                    mreq <= 1'b1;
                                end
                        8'd11 : addr <= addB + incrementB;
                        8'd12 : data <= buff;
                        8'd13 : wr <= 1'b1;
                        8'd14 : wr <= 1'b0;
                        8'd15 : begin 
                                if (conf[1] == 1'b1)
                                    iorq <= 1'b0;
                                else
                                    mreq <= 1'b0;
                                end
                        8'd16 :  mutex <= 1'b0;
                        endcase
                        if (i < 8'd16)
                            i <= i + 8'd1;
                        else
                        begin
                            i <= 8'd0;
                            if (incrementA < lenA)
                                incrementA <= incrementA + 8'd1;
                            else
                                incrementA <= 8'd0;
                            if (incrementB < lenB)
                                incrementB <= incrementB + 8'd1;
                            else
                                incrementB <= 8'd0;
                            if (lenA == lenB)
                            begin
                                if (incrementA == lenA)
                                begin
                                    exit_i();
                                end
                            end
                            else
                            begin
                                if (lenA > lenB)
                                begin
                                    if (!(incrementA < lenA))  
                                    begin
                                        exit_i();
                                    end
                                end
                                else
                                begin
                                    if (!(incrementB < lenB)) 
                                    begin
                                        exit_i();
                                    end
                                end
                            end
                        end
                    end
                end
            end
            else
            begin
                if(!read_cfg_sel)
                begin
                    case(addr_cfg)
                        3'b000 : conf <= data_cfg_in;
                        3'b001 : lenA <= data_cfg_in;
                        3'b010 : lenB <= data_cfg_in;
                        3'b011 : addA[7:0] <= data_cfg_in;
                        3'b100 : addA[15:8] <= data_cfg_in;
                        3'b101 : addB[7:0] <= data_cfg_in;
                        3'b110 : addB[15:8] <= data_cfg_in;
                    endcase
                end
            end
        end
        else
        begin    
            conf[4] <= 8'b0;
            i <= 8'd0;
            incrementA <= 8'd0;
            incrementB <= 8'd0;
            flag_n <= 1'b1;
            mutex <= 1'b0;
        end
	end
    always @(*)
	begin
		case(addr_cfg)
            3'b000 : read_data <= conf;
            3'b001 : read_data <= lenA;
            3'b010 : read_data <= lenB;
            3'b011 : read_data <= addA[7:0];
            3'b100 : read_data <= addA[15:8];
            3'b101 : read_data <= addB[7:0];
            3'b110 : read_data <= addB[15:8];
			default : read_data <= 8'h00;
		endcase
	end
    task exit_i;
    begin
        if (conf[3])
            flag_n <= 1'b0;
        if (conf[2] == 1'b0)
        begin
            conf[5] <= 1'b1;
            conf[4] <= 1'b0;
        end
    end
    endtask
endmodule
```
==> results.tsv <==
stage	metric	value	unit
drt	DRC Markers	0	
placement	port bufs	63	
power	P_leak	0.00303	uW
clock_tree	clock sinks	118	
clock_tree	Root Driver	clkbuf_16	
logic_synthesis	mapped cell area	6750	um^2
worst_setup_path	R2R depth	10	
clock_tree	CTS tree	done	
worst_setup_path	Crit Path Max Fanout	20	
job	tool warning count	28	
logic_synthesis	Synth Warn #	1	
clock_tree	cts-stage hold buffer count	0	
grt	initial antenna violation count	0	
hold_path	Hold Path End	data[5]$_DFFE_PP_	
floorplanning	Core Util at FP	40.8	%
drt	Detailed Routing Iterations Pass 1	4	
clock_tree	number of CTS-inserted buffers	17	
final_timing	period utilisation layout	90.3	%
floorplanning	# IOs	64	
drt	Antenna Nets Post-Route	0	
placement	dpl hpwl	12.9	mm
logic_synthesis	Cell Type Count	63	
finish	area grow syn2layout	21.7	%
logic_synthesis	Most used DFF post-synth	edfxtp_1	
logic_synthesis	yosys cell count	637	
final_timing	Worst-Margin Slew	0.832	ns
clock_tree	Clock Path Buffers	2	
final_timing	Final Skew	0.00618	ns
drt	DR vias	5020	
job	Max-Cap Viols	0	
final_timing	count of final setup violators	0	
logic_synthesis	EDFF count, synth	91	
floorplanning	die height	132	um
clock_tree	clk latency of the worst-skew pair	0.41	ns
clock_tree	H-tree Lvls	4	
worst_setup_path	Crit. End Element	output pin	
grt	total gr overflow	0	
grt	global-route wire length before repair	26.3	mm
logic_synthesis	yosys stat chip area	6750	um^2
grt	largest net degree at the start of global routing	31	
logic_synthesis	sequential area share after synthesis	48.5	%
finish	layout cells sized above 1	8.17	%
drt	final wirelength	16.7	mm
finish	Filler Cell Count	1443	
placement	routability cong.	0.936	
floorplanning	die x size	132	um
final_timing	Max Slew Vio Count	0	
drt	via-per-instance ratio	5.33	
floorplanning	core box area	16500	um^2
hold_path	Hold Path Class	reg -> reg	
finish	end-of-flow core utilization	49.7	%
worst_setup_path	kind of critical path	in -> out	
worst_setup_path	CP arrival	3.16	ns
power	P per Cell Area	315	nW/um^2
worst_setup_path	Req. time, crit path	3.60	ns
final_timing	RSZ-0062 raised after global routing	false	
worst_setup_path	CP Launch Type	primary input	
final_timing	fmax	0.246	GHz
floorplanning	Die ar.	17400	um^2
worst_setup_path	Critical R2R Capture	addr[14]$_DFFE_PP_	
hold_path	Hold Path Origin	buff[5]$_DFFE_PP_	
clock_tree	Clk pin slew, worst setup/hold paths	0.05	ns
hold_path	Hold Path Depth	0	
drt	antenna cell count	0	
logic_synthesis	average cell area after synthesis	10.6	um^2
worst_setup_path	reg-to-reg critical path startpoint	incrementB[0]$_SDFFE_PN0N_	
run_status	status	completed	
logic_synthesis	cell count after synthesis	637	
grt	number of global-route vias before repair	4933	
drt	DRT iter0 DRCs	291	
final_timing	setup TNS after final layout	0	ns
drt	wire length per cell	17.7	um
logic_synthesis	Flops after synth	118	
final_timing	crit path time final	4.06	ns
final_timing	Final Hold Fails	0	
floorplanning	# rows	47	
logic_synthesis	Post-synth ARST share	0	%
final_timing	max_slew headroom	44.3	%
power	Max VDD drop	0.272	mV
worst_setup_path	Reg2Reg Setup Slack	1.76	ns
grt	all-layer global routing usage	20.9	%
clock_tree	cts repair resizes	0	
clock_tree	Setup Buffers After CTS	0	
[critical path, cell delays in order]
cell	delay, ns
clkdlybuf4s50_1	0.82
nand3_1	0.25
nand3_1	0.31
a211oi_1	0.36
clkdlybuf4s50_1	0.52
[area by class of cell]
| type | count | area (um^2) | share of cell area, % |
|---|---|---|---|
| Inverter | 35 | 131 | 1.60 |
| Sequential cell | 118 | 3270 | 39.9 |
| Multi-Input combinational cell | 463 | 3240 | 39.5 |
| Clock inverter | 15 | 153 | 1.86 |
| Tap cell | 220 | 275 | 3.35 |
| Clock buffer | 17 | 425 | 5.18 |
| Timing Repair Buffer | 74 | 713 | 8.68 |
[cell usage in the layout (no fill, tap or decap), types with 27 or more instances in the layout]
cell	netlist	final
inv_1	35	35
edfxtp_1	91	91
a21oi_1	27	27
ha_1	45	45
nor2_1	53	53
nand2_1	37	37
o21ai_0	37	36
nor2b_1	32	32
dfxtp_1	27	27
clkdlybuf4s50_1	0	63
[worst max-delay path by stage]
stage	start	endpoint	slack (ns)	cells past startpoint
CTS	addr_cfg[2]	data_cfg_out[6]	0.48	5
global route	addr_cfg[2]	data_cfg_out[5]	0.29	5
finish	addr_cfg[2]	data_cfg_out[6]	0.44	5
[through the flow]
step	cell area, um^2	cells	worst slack [ns]	total power (uW)	hold WS, ns
floorplan	6750	637	1.57	1250	0.400
global route	8210	942	0.291	2660	0.414
CTS	8210	942	0.477	2610	0.414
finish	8210	942	0.437	2590	0.416
global placement	7630	910	0.487	1310	0.402
detailed placement	7630	910	0.491	1310	0.405
[synth_stat cells, types with 12 or more instances]
master	count	area, um^2
nand2_1	37	139
dfxtp_1	27	541
a21oi_1	27	135
ha_1	45	563
a21boi_1	12	90.1
xnor2_1	14	123
nor2b_1	32	200
mux2i_1	18	180
edfxtp_1	91	2730
o21ai_0	37	185
nand3_1	23	115
clkbuf_1	13	48.8
nor2_1	53	199
and2_1	16	100
and3_1	14	87.6
inv_1	35	131
[routing by layer]
metal	GRT usage (%)	vias up	share of wire (%)	routed length [um]
li1	-	2476	-	-
met1	30.7	2330	44	7400
met2	30.0	184	43	7210
met3	9.27	30	10	1690
met4	4.46	0	2.5	418
met5	0	-	0	0
[state kept, by name, indices dropped and copies added (netlist names), 8 cells and up]
name        count
incrementA      8
conf            8
buff            8
lenB            8
addr           16
addB           16
data            8
i               8
lenA            8
addA           16
incrementB      8
[power breakdown]
group | internal (uW) | switching, uW | total [uW]
Clock | 815 | 489 | 1300
Sequential | 1170 | 5.51 | 1180
Combinational | 50.0 | 56.7 | 107
[cells by family after synthesis]
| logic type | synth area share, % |
|---|---|
| AND/OR/NAND/NOR | 17.8 |
| AND-OR/OR-AND | 13.4 |
| flip-flops | 48.5 |
| adder cells (fa/ha/maj) | 8.94 |
| multiplexers | 4.67 |
| XOR/XNOR | 3.24 |
| buffers and inverters | 3.47 |
Power is estimated from default activity; no workload was simulated.
