<file path="design/flow/run.sh">
#!/bin/bash
# OpenROAD 26Q1-2900-gdf79404cd8, Yosys 0.63+post, stock flow scripts
make -C /OpenROAD-flow-scripts/flow DESIGN_CONFIG=/design/flow/config.mk WORK_HOME=/design/flow/orfs finish
</file>
<file path="design/flow/config.mk">
export PLATFORM = sky130hd
export DESIGN_NAME = tv80_alu
export DESIGN_NICKNAME = tv80_alu
export VERILOG_FILES = /design/flow/design.v
export SDC_FILE = /design/flow/constraint.sdc
export NUM_CORES = 4
export LEC_CHECK = 1
export CORE_UTILIZATION = 40
</file>
<file path="design/flow/constraint.sdc">
current_design tv80_alu

set clk_period 8.8
set clk_io_pct 0.2

create_clock -name clk0 -period $clk_period

set non_clock_inputs [all_inputs -no_clocks]
set_input_delay [expr $clk_period * $clk_io_pct] -clock clk0 $non_clock_inputs
set_output_delay [expr $clk_period * $clk_io_pct] -clock clk0 [all_outputs]
</file>
<file path="design/flow/design.v">
module tv80_alu ( 
  Q, F_Out, 
  Arith16, Z16, ALU_Op, IR, ISet, BusA, BusB, F_In
  );
  parameter		Mode   = 0;
  parameter		Flag_C = 0;
  parameter		Flag_N = 1;
  parameter		Flag_P = 2;
  parameter		Flag_X = 3;
  parameter		Flag_H = 4;
  parameter		Flag_Y = 5;
  parameter		Flag_Z = 6;
  parameter		Flag_S = 7;
  input 		Arith16;
  input 		Z16;
  input [3:0]           ALU_Op ;
  input [5:0]           IR;
  input [1:0]           ISet;
  input [7:0]           BusA;
  input [7:0]           BusB;
  input [7:0]           F_In;
  output [7:0]          Q;
  output [7:0]          F_Out;
  reg [7:0]             Q;
  reg [7:0]             F_Out;
  function [4:0] AddSub4;
    input [3:0] A;
    input [3:0] B;
    input Sub;
    input Carry_In;
    begin
      AddSub4 = { 1'b0, A } + { 1'b0, (Sub)?~B:B } + {4'h0,Carry_In};
    end
  endfunction  
  function [3:0] AddSub3;
    input [2:0] A;
    input [2:0] B;
    input Sub;
    input Carry_In;
    begin
      AddSub3 = { 1'b0, A } + { 1'b0, (Sub)?~B:B } + {3'h0,Carry_In};
    end
  endfunction  
  function [1:0] AddSub1;
    input A;
    input B;
    input Sub;
    input Carry_In;
    begin
      AddSub1 = { 1'b0, A } + { 1'b0, (Sub)?~B:B } + {1'h0,Carry_In};
    end
  endfunction  
  reg UseCarry;
  reg Carry7_v;
  reg OverFlow_v;
  reg HalfCarry_v;
  reg Carry_v;
  reg [7:0] Q_v;
  reg [7:0] BitMask;
  always @( ALU_Op or BusA or BusB or F_In or IR)
    begin
      case (IR[5:3])
        3'b000 : BitMask = 8'b00000001;
        3'b001 : BitMask = 8'b00000010;
        3'b010 : BitMask = 8'b00000100; 
        3'b011 : BitMask = 8'b00001000; 
        3'b100 : BitMask = 8'b00010000; 
        3'b101 : BitMask = 8'b00100000; 
        3'b110 : BitMask = 8'b01000000; 
        default: BitMask = 8'b10000000; 
      endcase  
      UseCarry = ~ ALU_Op[2] && ALU_Op[0];
      { HalfCarry_v, Q_v[3:0] } = AddSub4(BusA[3:0], BusB[3:0], ALU_Op[1], ALU_Op[1] ^ (UseCarry && F_In[Flag_C]) );
      { Carry7_v, Q_v[6:4]  } = AddSub3(BusA[6:4], BusB[6:4], ALU_Op[1], HalfCarry_v);
      { Carry_v, Q_v[7] } = AddSub1(BusA[7], BusB[7], ALU_Op[1], Carry7_v);
      OverFlow_v = Carry_v ^ Carry7_v;
    end  
  reg [7:0] Q_t;
  reg [8:0] DAA_Q;
  always @ ( ALU_Op or Arith16 or BitMask or BusA or BusB
	    or Carry_v or F_In or HalfCarry_v or IR or ISet
	    or OverFlow_v or Q_v or Z16)
    begin
      Q_t = 8'hxx;
      DAA_Q = {9{1'bx}};
      F_Out = F_In;
      case (ALU_Op)
	4'b0000, 4'b0001,  4'b0010, 4'b0011, 4'b0100, 4'b0101, 4'b0110, 4'b0111 :
          begin
	    F_Out[Flag_N] = 1'b0;
	    F_Out[Flag_C] = 1'b0;
	    case (ALU_Op[2:0])
	      3'b000, 3'b001 :  
                begin
		  Q_t = Q_v;
		  F_Out[Flag_C] = Carry_v;
		  F_Out[Flag_H] = HalfCarry_v;
		  F_Out[Flag_P] = OverFlow_v;
                end
	      3'b010, 3'b011, 3'b111 :  
                begin
		  Q_t = Q_v;
		  F_Out[Flag_N] = 1'b1;
		  F_Out[Flag_C] = ~ Carry_v;
		  F_Out[Flag_H] = ~ HalfCarry_v;
		  F_Out[Flag_P] = OverFlow_v;
                end
	      3'b100 :  
                begin
		  Q_t[7:0] = BusA & BusB;
		  F_Out[Flag_H] = 1'b1;
                end
	      3'b101 :  
                begin
		  Q_t[7:0] = BusA ^ BusB;
		  F_Out[Flag_H] = 1'b0;
                end
	      default :  
                begin
		  Q_t[7:0] = BusA | BusB;
		  F_Out[Flag_H] = 1'b0;
                end
	    endcase  
	    if (ALU_Op[2:0] == 3'b111 ) 
              begin  
		F_Out[Flag_X] = BusB[3];
		F_Out[Flag_Y] = BusB[5];
	      end 
            else 
              begin
		F_Out[Flag_X] = Q_t[3];
		F_Out[Flag_Y] = Q_t[5];
	      end
	    if (Q_t[7:0] == 8'b00000000 ) 
              begin
		F_Out[Flag_Z] = 1'b1;
		if (Z16 == 1'b1 ) 
                  begin
		    F_Out[Flag_Z] = F_In[Flag_Z];	 
		  end
	      end 
            else 
              begin
		F_Out[Flag_Z] = 1'b0;
	      end  
	    F_Out[Flag_S] = Q_t[7];
	    case (ALU_Op[2:0])
	      3'b000, 3'b001, 3'b010, 3'b011, 3'b111 :  
                ;
	      default :
	        F_Out[Flag_P] = ~(^Q_t);                    
	    endcase  
	    if (Arith16 == 1'b1 ) 
              begin
		F_Out[Flag_S] = F_In[Flag_S];
		F_Out[Flag_Z] = F_In[Flag_Z];
		F_Out[Flag_P] = F_In[Flag_P];
	      end
          end  
	4'b1100 :
          begin
	    F_Out[Flag_H] = F_In[Flag_H];
	    F_Out[Flag_C] = F_In[Flag_C];
	    DAA_Q[7:0] = BusA;
	    DAA_Q[8] = 1'b0;
	    if (F_In[Flag_N] == 1'b0 ) 
              begin
		if (DAA_Q[3:0] > 9 || F_In[Flag_H] == 1'b1 ) 
                  begin
		    if ((DAA_Q[3:0] > 9) ) 
                      begin
			F_Out[Flag_H] = 1'b1;
		      end 
                    else 
                      begin
			F_Out[Flag_H] = 1'b0;
		      end
		    DAA_Q = DAA_Q + 6;
		  end  
		if (DAA_Q[8:4] > 9 || F_In[Flag_C] == 1'b1 ) 
                  begin
		    DAA_Q = DAA_Q + 96;  
		  end
	      end 
            else 
              begin
		if (DAA_Q[3:0] > 9 || F_In[Flag_H] == 1'b1 ) 
                  begin
		    if (DAA_Q[3:0] > 5 ) 
                      begin
			F_Out[Flag_H] = 1'b0;
		      end
		    DAA_Q[7:0] = DAA_Q[7:0] - 6;
		  end
		if (BusA > 153 || F_In[Flag_C] == 1'b1 ) 
                  begin
		    DAA_Q = DAA_Q - 352;  
		  end
	      end  
	    F_Out[Flag_X] = DAA_Q[3];
	    F_Out[Flag_Y] = DAA_Q[5];
	    F_Out[Flag_C] = F_In[Flag_C] || DAA_Q[8];
	    Q_t = DAA_Q[7:0];
	    if (DAA_Q[7:0] == 8'b00000000 ) 
              begin
		F_Out[Flag_Z] = 1'b1;
	      end 
            else 
              begin
		F_Out[Flag_Z] = 1'b0;
	      end
	    F_Out[Flag_S] = DAA_Q[7];
	    F_Out[Flag_P] = ~ (^DAA_Q);
          end  
	4'b1101, 4'b1110 :
          begin
	    Q_t[7:4] = BusA[7:4];
	    if (ALU_Op[0] == 1'b1 ) 
              begin
		Q_t[3:0] = BusB[7:4];
	      end 
            else 
              begin
		Q_t[3:0] = BusB[3:0];
	      end
	    F_Out[Flag_H] = 1'b0;
	    F_Out[Flag_N] = 1'b0;
	    F_Out[Flag_X] = Q_t[3];
	    F_Out[Flag_Y] = Q_t[5];
	    if (Q_t[7:0] == 8'b00000000 ) 
              begin
		F_Out[Flag_Z] = 1'b1;
	      end 
            else 
              begin
		F_Out[Flag_Z] = 1'b0;
	      end
	    F_Out[Flag_S] = Q_t[7];
            F_Out[Flag_P] = ~(^Q_t);
          end  
	4'b1001 :
          begin
	    Q_t[7:0] = BusB & BitMask;
	    F_Out[Flag_S] = Q_t[7];
	    if (Q_t[7:0] == 8'b00000000 ) 
              begin
		F_Out[Flag_Z] = 1'b1;
		F_Out[Flag_P] = 1'b1;
	      end 
            else 
              begin
		F_Out[Flag_Z] = 1'b0;
		F_Out[Flag_P] = 1'b0;
	      end
	    F_Out[Flag_H] = 1'b1;
	    F_Out[Flag_N] = 1'b0;
	    F_Out[Flag_X] = 1'b0;
	    F_Out[Flag_Y] = 1'b0;
	    if (IR[2:0] != 3'b110 ) 
              begin
		F_Out[Flag_X] = BusB[3];
		F_Out[Flag_Y] = BusB[5];
	      end
          end  
	4'b1010 :
	  Q_t[7:0] = BusB | BitMask;
	4'b1011 :
	  Q_t[7:0] = BusB & ~ BitMask;
	4'b1000 :
          begin
	    case (IR[5:3])
	      3'b000 :  
                begin
		  Q_t[7:1] = BusA[6:0];
		  Q_t[0] = BusA[7];
		  F_Out[Flag_C] = BusA[7];
                end
	      3'b010 :  
                begin
		  Q_t[7:1] = BusA[6:0];
		  Q_t[0] = F_In[Flag_C];
		  F_Out[Flag_C] = BusA[7];
                end
	      3'b001 :  
                begin
		  Q_t[6:0] = BusA[7:1];
		  Q_t[7] = BusA[0];
		  F_Out[Flag_C] = BusA[0];
                end
	      3'b011 :  
                begin                        
		  Q_t[6:0] = BusA[7:1];
		  Q_t[7] = F_In[Flag_C];
		  F_Out[Flag_C] = BusA[0];
                end
	      3'b100 :  
                begin
		  Q_t[7:1] = BusA[6:0];
		  Q_t[0] = 1'b0;
		  F_Out[Flag_C] = BusA[7];
                end
	      3'b110 :  
                begin
		  if (Mode == 3 ) 
                    begin
		      Q_t[7:4] = BusA[3:0];
		      Q_t[3:0] = BusA[7:4];
		      F_Out[Flag_C] = 1'b0;                            
		    end 
                  else 
                    begin
		      Q_t[7:1] = BusA[6:0];
		      Q_t[0] = 1'b1;
		      F_Out[Flag_C] = BusA[7];
		    end  
                end  
	      3'b101 :  
                begin
		  Q_t[6:0] = BusA[7:1];
		  Q_t[7] = BusA[7];
		  F_Out[Flag_C] = BusA[0];
                end
	      default :  
                begin
		  Q_t[6:0] = BusA[7:1];
		  Q_t[7] = 1'b0;
		  F_Out[Flag_C] = BusA[0];
                end
	    endcase  
	    F_Out[Flag_H] = 1'b0;
	    F_Out[Flag_N] = 1'b0;
	    F_Out[Flag_X] = Q_t[3];
	    F_Out[Flag_Y] = Q_t[5];
	    F_Out[Flag_S] = Q_t[7];
	    if (Q_t[7:0] == 8'b00000000 ) 
              begin
		F_Out[Flag_Z] = 1'b1;
	      end 
            else 
              begin
		F_Out[Flag_Z] = 1'b0;
	      end
            F_Out[Flag_P] = ~(^Q_t);
	    if (ISet == 2'b00 ) 
              begin
		F_Out[Flag_P] = F_In[Flag_P];
		F_Out[Flag_S] = F_In[Flag_S];
		F_Out[Flag_Z] = F_In[Flag_Z];
	      end
          end  
	default :
	  ;
      endcase  
      Q = Q_t;
    end  
endmodule  
</file>
==> Changelog: implementation <==
## Implementation

- Status: completed
- Design area: 4040 sq um
- Fillers: 820
- Tool warnings: 47
- Flops: 0
- Mux cell area share after synthesis: 0.0868
- CP max stage cell: clkdlybuf4s50_1
- Simple-gate portion of the synthesized area: 0.231
- CTS resizes: 0
- Vias: 3785
- CP Launch Type: primary input
- AO/OA Area Share: 0.309
- Slew @ Worst Pin: 0.718 ns
- I/O Buffers: 54
- Setup_tns: 0 ns
- Logic area: 3100 sq um
- First-pass GRT wire length: 20.1 mm
- Vias/cell: 6.11
- Slew HR: 0.509
- Fp util: 0.411
- Core area: 8180 sq um
- Post-Syn Area: 3360 sq um
- RSZ-0062 raised after global routing: no
- Die height: 93.6 microns
- Final Slew Violations: 0
- YS warnings: 1
- Fin crit share: 0.962
- Top Ports: 54
- Vias in the first global route: 3633
- VDD IR-drop max: 0.0000354 V
- Area growth syn-to-layout: 20.4%
- WL final: 12.5 mm
- Detail Placement HPWL: 10.0 mm
- Pleak: 1.72 nW
- Synth Area in XOR/XNOR: 0.0887
- Max stage delay on crit path: 0.47 ns
- PwrDens: 75.7 nW/um^2
- Grt ovf: 0
- Post-CTS Setup Inserts: 0
- Post-Syn Instances: 472
- Drt pass-1 iters: 5
- Fin. Hold Viols: 0
- Yosys cell types: 77
- Total die area: 8770 sq um
- CP Max Fanout: 4
- Final setup viols: 0
- Pin count of the biggest net entering global routing: 37
- Hold_buf cts: 0
- Placer Congestion: 0.953
- Reg area: 0 sq um
- Iteration-0 DRC Markers: 344
- Worst path cell trace: clkdlybuf4s50_1, inv_1, nor2_2, nand2_1, xnor2_1, fa_1, fa_2, a21o_1, a21o_1, fa_2, nand3_1, nand2_1, fa_1, a22oi_2, ha_1, xnor2_1, xnor2_1, o2111ai_1, a21oi_1, o32ai_1, o211ai_1, clkdlybuf4s50_1
- Fraction of layout instances using a drive strength above 1: 0.0817
- Tally of max-capacitance violations: 0
- Die W: 93.6 microns
- GRT Total Usage: 0.307
- Drt drc: 0
- CP arrival: 6.70 ns
- Avg WL per Cell: 20.1 microns
- CLK BUF: 0
- Dominant comb cell: AND-OR/OR-AND gates
- Adder Area Share: 0.205
- ANT nets after route: 0
- Setup CP Type: in -> out
- Chip area in the Yosys report: 3360 sq um
- Antenna fix cells: 0
- Req. time, crit path: 7.04 ns
- Crit end category: output pin
- Peak Freq: 118 MHz
- Placed cell areas: 4030 sq um
- Syn avg cell area: 7.11 sq um
- Most frequent cell on the critical path: xnor2_1
- Yosys cell count: 472
- Num rows: 33
- Worst Hold Class: in -> out
- Min cycle time layout: 8.46 ns
- Register share after synthesis: 0
- Initial antenna violation count: 0
[metrics by stage]
step | util | hold slack, ns | total power [W] | instances | setup slack [ns]
after floorplan | - | 3.61 | 0.000192 | 472 | 0.518
after global placement | 0.493 | 4.46 | 0.000300 | 619 | 0.216
after detailed placement | 0.493 | 4.46 | 0.000300 | 619 | 0.141
after CTS | 0.493 | 4.47 | 0.000302 | 619 | 0.127
after global routing | 0.495 | 4.54 | 0.000340 | 619 | 0.0274
final | 0.495 | 4.46 | 0.000306 | 619 | 0.336
[worst max-delay path: cells and delay by family]
kind            cells  cell delay, ns
xor+xnor            3            0.41
simple gates        4            0.41
compound gates      7            1.25
buf+inv             3            0.97
fa+ha+maj           5            1.91
[metal layers]
metal	wire [microns]	track usage
met1	5580	0.442
met2	5520	0.472
met3	849	0.0422
met4	507	0.105
met5	0	0
[layout make-up]
cell class | count | area share
Timing Repair Buffer | 75 | 0.173
Tap cell | 105 | 0.0325
Multi-Input combinational cell | 409 | 0.767
Inverter | 30 | 0.0278
[synthesized netlist by cell type, drive strengths merged (4+ instances only)]
cell    number  area share
nor3        12       0.021
nor2b        8       0.015
a21oi       31       0.046
a211oi       4       0.010
nand2       37       0.041
clkbuf      17       0.019
o21ai       22       0.033
o22ai        8       0.015
a32oi        5       0.013
nand3       14       0.021
nand2b      10       0.019
or3          4      0.0075
xnor2       20       0.052
fa           5       0.030
nand3b       4      0.0089
o221ai       4       0.016
o211ai       4      0.0089
buf         16       0.028
nor2        43       0.048
a22oi        4      0.0089
nand4        6       0.011
inv         30       0.034
mux2i       28       0.083
ha          47        0.18
a31oi        6       0.013
a21o         4      0.0089
xor2        14       0.037
[cells by family (layout without fill, tap and decap cells)]
group | after synthesis | after routing
compound gates | 140 | 140
xor+xnor | 34 | 34
fa+ha+maj | 52 | 52
buf+inv | 63 | 105
mux | 29 | 29
simple gates | 154 | 154
[cells in the final DEF (no fill, tap or decap), types with 6 or more instances in the layout]
cell type	instances
nand3_1	14
nor2b_1	8
xor2_1	14
inv_1	29
mux2i_1	28
o22ai_1	8
clkdlybuf4s50_1	54
nand2_1	37
o21ai_0	20
nor2_1	42
ha_1	47
nand2b_1	10
xnor2_1	20
nor3_1	11
nand4_1	6
buf_4	21
a21oi_1	31
[path summary, 6_finish.rpt]
kind | startpoint | to | cells past startpoint
worst min-delay path | F_In[3] | F_Out[3] | 4
worst max-delay path | ALU_Op[0] | F_Out[2] | 22
[power breakdown]
group | switching (W) | internal (W)
clock | 0 | 0
combinational | 0.000162 | 0.000144
sequential | 0 | 0
Power and IR drop assume default switching activity.
